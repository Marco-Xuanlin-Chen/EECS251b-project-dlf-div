`./run.sh`:
```
#!/bin/bash
# OpenROAD 26Q1-2900-gdf79404cd8, Yosys 0.63+post, stock flow scripts
make -C /OpenROAD-flow-scripts/flow DESIGN_CONFIG=/design/flow/config.mk WORK_HOME=/design/flow/orfs finish
```
`./config.mk`:
```
export PLATFORM = sky130hd
export DESIGN_NAME = DigitalLoopFilter
export DESIGN_NICKNAME = DigitalLoopFilter
export VERILOG_FILES = /design/flow/design.v
export SDC_FILE = /design/flow/constraint.sdc
export NUM_CORES = 4
export LEC_CHECK = 1
export CORE_UTILIZATION = 30
```
`./constraint.sdc`:
```
current_design DigitalLoopFilter

set clk_period 3.9
set clk_io_pct 0.2

create_clock -name clk0 -period $clk_period [get_ports {clock}]

set non_clock_inputs [all_inputs -no_clocks]
set_input_delay [expr $clk_period * $clk_io_pct] -clock clk0 $non_clock_inputs
set_output_delay [expr $clk_period * $clk_io_pct] -clock clk0 [all_outputs]
```
`./design.v`:
```
module DigitalLoopFilter (
  input reset,
  input enable,
  input clock,
  input [5:0] TDC_out,
  input [11:0] Kp,
  input [11:0] Ki,
  output [4:0] DLF_out
);
  reg [11:0] out;
  reg [11:0] integrated;
  reg [11:0] preintegration;
  wire [11:0] postshift;
  assign DLF_out = out[11:7];
  assign postshift = {TDC_out, 6'b000000};
  always@(*) begin
      out = Kp * postshift + integrated;
      preintegration = Ki * postshift + integrated;
  end
  always @(posedge clock) begin
      if(!enable | reset) begin
          integrated <= 0;
      end else begin
          integrated <= preintegration;
      end
  end
endmodule
```
==> run notes <==
yosys + openroad results -> CP Launch Type input pin, Floorplan Utilization 31.6%, Slew @ Worst Pin 266 ps, CP dominant cell by count fa_1, gr usage total 14.1%, relative slew slack 82.2%, Hold WS 592 ps, clk root buf clkbuf_8, Gate Count Post-Synth 140, MaxCap Viol Count 0, Yosys chip area 1270 um^2, number of remaining DRC errors 0, Lkg Pwr 0.948 nW, IO Pins 38, Mapped Area 1270 um^2, CP Class in2out, max FFs per register 6, sequential area share after synthesis 9.42%, Layout Cells excl Fill 243, EDFF count, synth 0, # diodes 0, Sequential Area 120 um^2, critical path's largest stage delay 520 ps, hold bufs inserted after CTS 0, FFs w/ async S/R, synth 0%, CTS tree done, Max Fclk 230 MHz, crit path max fanout 4, GRT overflow 0, placed wire-length estimate 2330 um, top cell family by delay on the critical path adder cells, most frequent cells in the layout buf_4, xnor2_1, and2_1, clk sink count 6, critical path cell sequence buf_8 > buf_4 > nand2_2 > fa_1 > inv_2 > ha_4 > fa_1 > fa_1 > ha_4 > buf_6 > nand2_1 > o21ai_2 > xnor2_1 > buf_2, VDD IR max 0.161 mV, die area 4510 um^2, min cycle time layout 4350 ps, CTS Buf Count 3, Core ar. 4030 um^2, Dominant flop cell dfxtp_1, drt pass-1 iters 2, worst path bufs/invs 5, DR vias 1084, Max Slew Vio Count 0, Final GP Congestion 0.786, most instantiated logic cell after routing buf_4, crit path DRT 3120 ps, final wirelength 2860 um, Biggest register integrated, Worst Path Arrival 3570 ps, layout cells sized above 1 36.3%, Clock Path Buffers 2, clk latency late pin 220 ps, First DRT Iteration DRCs 14, post-DR vias/cell 4.46, final worst-path cycle share 112%, Die X 67.2 um, area grow syn2layout 58.3%, failing checks negative setup slack, pin count of the biggest net entering global routing 8, Comb area 1320 um^2, HP Class reg2reg, H-tree level count 1, Mean Syn Cell Area 9.11 um^2, Post-Place Cells 231, Largest regs integrated (6), yosys cell count 140, Final Setup Violations 2, pwr dens 348 nW/um^2, Seq cells post-synth 6, Worst Setup End Kind output port, # rows 23, worst setup margin -453 ps, tool warnings 40, distinct lib cells 23, Final Skew 1.84 ps, slowest CP cell fa_1, Yosys Warn Count 1, chip height 67.2 um, fill count 349, RSZ-0062 raised after global routing yes, status finished with violations, initial antenna violation count 0, Routed WL per cell 11.8 um, Hold Vio Cnt, Final 0, Routed Antenna Nets 0, vias in the first global route 1087, clock slew at reported path FFs 40 ps, port bufs 25, first-pass GRT wire length 4820 um
cells by family (layout without fill, tap and decap cells):
family | after synthesis | in the layout | share of synthesized area (%)
xor gates and xnor gates | 28 | 28 | 20.9
adders and majority gates | 35 | 35 | 41.4
buffers and inverters | 6 | 59 | 1.86
and+or+nand+nor | 54 | 54 | 21.4
DFF | 6 | 6 | 9.42
AOI/OAI and AO/OA | 11 | 11 | 5.00
worst min-delay path, cell delays in order (launching register included):
cell and delay (ps):
dfxtp_1 320, ha_1 130, inv_1 30, nor2_1 80
cell usage after synthesis (3+ instances only):
| library cell | count | area [um^2] |
|---|---|---|
| a21o_1 | 3 | 22.5 |
| ha_1 | 23 | 288 |
| xor2_1 | 6 | 52.6 |
| xnor2_1 | 20 | 175 |
| and2_1 | 23 | 144 |
| inv_1 | 4 | 15.0 |
| fa_1 | 12 | 240 |
| nor2_1 | 7 | 26.3 |
| a21oi_1 | 5 | 25.0 |
| dfxtp_1 | 6 | 120 |
| nand2_1 | 19 | 71.3 |
per-layer routing:
metal | global-route usage, % | wire length, um | vias to the layer above
li1 | - | - | 565
met1 | 22.2 | 1420 | 507
met2 | 22.5 | 1390 | 10
met3 | 0.685 | 31 | 2
met4 | 1.60 | 19 | 0
met5 | 0 | 0 | -
repair_timing:
item	in CTS	in global routing
resized	71	16
setup endpoints to repair	6	6
pin swaps	21	16
buffers inserted	6	3
worst paths after layout:
| kind | start | end | slack [ps] | depth (start not counted) |
|---|---|---|---|---|
| max | TDC_out[1] | DLF_out[4] | -450 | 14 |
| min | integrated[6] | integrated[6] | 590 | 3 |
| max reg2reg | integrated[6] | integrated[10] | 2290 | 6 |
| min reg2reg | integrated[6] | integrated[6] | 590 | 3 |
stage by stage:
stage	setup TNS, ps	setup slack (ps)	util, %	instance area (um^2)	total power, mW
5_1_grt	-1140	-607	50.1	2020	0.769
4_1_cts	-770	-436	48.3	1950	0.673
3_5_place_dp	-4380	-1240	43.0	1730	0.522
6_report	-894	-453	50.1	2020	0.702
2_1_floorplan	-186	-186	-	1310	0.344
3_3_place_gp	-4150	-1150	43.0	1730	0.510
power breakdown:
part | internal (mW) | switching, mW | total, mW
clock | 0.0663 | 0.0269 | 0.0933
sequential | 0.0721 | 0.0133 | 0.0853
combinational | 0.322 | 0.201 | 0.523
final cells by class:
class	count	area share, %
Inverter	4	0.744
Multi-Input combinational cell	128	65.4
Sequential cell	6	5.95
Tap cell	50	3.10
Timing Repair Buffer	52	22.8
Clock buffer	3	2.05
No activity file was given, so power comes from the tool's default toggle rates.
