## /design/flow/run.sh

```bash
#!/bin/bash
# OpenROAD 26Q1-2900-gdf79404cd8, Yosys 0.63+post, stock flow scripts
make -C /OpenROAD-flow-scripts/flow DESIGN_CONFIG=/design/flow/config.mk WORK_HOME=/design/flow/orfs finish
```

## /design/flow/config.mk

```make
export PLATFORM = sky130hd
export DESIGN_NAME = ClockDivider
export DESIGN_NICKNAME = ClockDivider
export VERILOG_FILES = /design/flow/design.v
export SDC_FILE = /design/flow/constraint.sdc
export NUM_CORES = 4
export LEC_CHECK = 1
export CORE_AREA = 10 10 70 70
export DIE_AREA = 0 0 80 80
```

## /design/flow/constraint.sdc

```tcl
current_design ClockDivider

set clk_period 2.0
set clk_io_pct 0.2

create_clock -name clk0 -period $clk_period [get_ports {clock}]

set non_clock_inputs [all_inputs -no_clocks]
set_input_delay [expr $clk_period * $clk_io_pct] -clock clk0 $non_clock_inputs
set_output_delay [expr $clk_period * $clk_io_pct] -clock clk0 [all_outputs]
```

## /design/flow/design.v

```verilog
module DivLatch2(
  input   io_rst,
  input   io_input_clock,
  output  io_div2_clk,
  input   io_en
);
  wire  _io_div2_clk_T = ~io_rst;  
  wire  _io_div2_clk_T_3 = ~io_div2_clk;  
  reg  io_div2_clk_r;  
  assign io_div2_clk = io_div2_clk_r;  
  always @(posedge io_input_clock or posedge _io_div2_clk_T) begin
    if (_io_div2_clk_T) begin  
      io_div2_clk_r <= 1'h0;  
    end else if (io_en) begin  
      io_div2_clk_r <= _io_div2_clk_T_3;
    end
  end
endmodule
module Mux2(
  input input1,
  input input2,
  output result,
  input choice
);
  reg out = 0;
  assign result = out;
  always@(*) begin
    if(choice==0) begin
      out = input1;
    end else begin
      out = input2;
    end
  end
endmodule
module MuxTree(
  input div0,
  input div2,
  input div4,
  input div8,
  input div16,
  input div32,
  input [2:0] sel,
  output result
);
  wire out01;
  wire out02;
  wire out03;
  wire out11;
  Mux2 mux01(.input1(div0), .input2(div2), .result(out01), .choice(sel[0]));
  Mux2 mux02(.input1(div4), .input2(div8), .result(out02), .choice(sel[0]));
  Mux2 mux03(.input1(div16), .input2(div32), .result(out03), .choice(sel[0]));
  Mux2 mux11(.input1(out01), .input2(out02), .result(out11), .choice(sel[1]));
  Mux2 mux21(.input1(out11), .input2(out03), .result(result), .choice(sel[2]));
endmodule
module ClockDivider(
  input        clock,
  output       io_div_clk_div,
  input  [2:0] io_sel_clk_div,
  input        io_rst,
  input        io_en
);
  wire  clk_div_map_0_io_rst;  
  wire  clk_div_map_0_io_input_clock;  
  wire  clk_div_map_0_io_div2_clk;  
  wire  clk_div_map_0_io_en;  
  wire  clk_div_map_1_io_rst;  
  wire  clk_div_map_1_io_input_clock;  
  wire  clk_div_map_1_io_div2_clk;  
  wire  clk_div_map_1_io_en;  
  wire  clk_div_map_2_io_rst;  
  wire  clk_div_map_2_io_input_clock;  
  wire  clk_div_map_2_io_div2_clk;  
  wire  clk_div_map_2_io_en;  
  wire  clk_div_map_3_io_rst;  
  wire  clk_div_map_3_io_input_clock;  
  wire  clk_div_map_3_io_div2_clk;  
  wire  clk_div_map_3_io_en;  
  wire  clk_div_map_4_io_rst;  
  wire  clk_div_map_4_io_input_clock;  
  wire  clk_div_map_4_io_div2_clk;  
  wire  clk_div_map_4_io_en;  
  wire  div_mux_tree_io_out_clk;  
  DivLatch2 clk_div_map_0 (  
    .io_rst(clk_div_map_0_io_rst),
    .io_input_clock(clk_div_map_0_io_input_clock),
    .io_div2_clk(clk_div_map_0_io_div2_clk),
    .io_en(clk_div_map_0_io_en)
  );
  DivLatch2 clk_div_map_1 (  
    .io_rst(clk_div_map_1_io_rst),
    .io_input_clock(clk_div_map_1_io_input_clock),
    .io_div2_clk(clk_div_map_1_io_div2_clk),
    .io_en(clk_div_map_1_io_en)
  );
  DivLatch2 clk_div_map_2 (  
    .io_rst(clk_div_map_2_io_rst),
    .io_input_clock(clk_div_map_2_io_input_clock),
    .io_div2_clk(clk_div_map_2_io_div2_clk),
    .io_en(clk_div_map_2_io_en)
  );
  DivLatch2 clk_div_map_3 (  
    .io_rst(clk_div_map_3_io_rst),
    .io_input_clock(clk_div_map_3_io_input_clock),
    .io_div2_clk(clk_div_map_3_io_div2_clk),
    .io_en(clk_div_map_3_io_en)
  );
  DivLatch2 clk_div_map_4 (  
    .io_rst(clk_div_map_4_io_rst),
    .io_input_clock(clk_div_map_4_io_input_clock),
    .io_div2_clk(clk_div_map_4_io_div2_clk),
    .io_en(clk_div_map_4_io_en)
  );
  MuxTree mux(
  .div0(clock),
  .div2(clk_div_map_0_io_div2_clk),
  .div4(clk_div_map_1_io_div2_clk),
  .div8(clk_div_map_2_io_div2_clk),
  .div16(clk_div_map_3_io_div2_clk),
  .div32(clk_div_map_4_io_div2_clk),
  .sel(io_sel_clk_div),
  .result(div_mux_tree_io_out_clk)
);
  assign io_div_clk_div = div_mux_tree_io_out_clk;  
  assign clk_div_map_0_io_rst = io_rst;  
  assign clk_div_map_0_io_input_clock = clock;  
  assign clk_div_map_0_io_en = io_en;  
  assign clk_div_map_1_io_rst = io_rst;  
  assign clk_div_map_1_io_input_clock = clk_div_map_0_io_div2_clk;  
  assign clk_div_map_1_io_en = io_en;  
  assign clk_div_map_2_io_rst = io_rst;  
  assign clk_div_map_2_io_input_clock = clk_div_map_1_io_div2_clk;  
  assign clk_div_map_2_io_en = io_en;  
  assign clk_div_map_3_io_rst = io_rst;  
  assign clk_div_map_3_io_input_clock = clk_div_map_2_io_div2_clk;  
  assign clk_div_map_3_io_en = io_en;  
  assign clk_div_map_4_io_rst = io_rst;  
  assign clk_div_map_4_io_input_clock = clk_div_map_3_io_div2_clk;  
  assign clk_div_map_4_io_en = io_en;  
endmodule
```

==> run notes <==
yosys + openroad results -> DP Wirelength=356 um, WP data required=1600 ps, Starting Density=0.0637, area growth from synthesis to layout=69.0%, status=finished with violations, tool warnings=31, row count=21, antenna viol nets, final=0, Distinct lib cells used=5, number of unconstrained endpoints=4, Final Setup Violations=1, most frequent cells in the layout=xor2_1, dfrtp_1, clkdlybuf4s50_1, power share of the clock group=0.612, maximum VDD drop=0.140 mV, Cells after Synth=14, Comb power frac=0.118, detailed-route wire length per cell=6.28 um, layout cells sized above 1=0.304, DIE WIDTH=80 um, DRC Markers=0, Pint=0.230 mW, leakage=0.143 nW, Max-Cap Viols=0, Post-Syn Area per Cell=15.6 um^2, dpl ws=-479 ps, Sw Pwr=0.0579 mW, final hold slack=306 ps, hold_buf cts=0, die height=80 um, class of the worst hold path=in -> async, vias after detailed routing=133, Post-Route WL=433 um, YS chip area=218 um^2, pin count of the biggest net entering global routing=6, initial antenna violation count=0, largest area contributor in the netlist=dfrtp_1, Switching Fraction=0.201, first-pass GRT wire length=717 um, Die Size=6400 um^2, register share after synthesis=0.575, Post-synth regs=5, Antenna Cells=0, Hold Violations, Final=0, Clock Skew=0 ps, WS Path Type=clk -> out, final worst setup slack=-315 ps, Gate Area=92.6 um^2, first drt pass iteration count=2, max-slew violations=0, Fillers=401, PortBufs=6, Worst-Margin Slew=302 ps, Pwr Total=0.288 mW, Slew headroom=0.798, Setup crit end kind=output pin, Crit Path Max Fanout=2, GRT Total Usage=0.0137, Cell Pwr Density=782 nW/um^2, Seq pwr share=0.270, First DRT Iteration DRCs=6, core footprint=3420 um^2, num ports=7, non-filler cells, final=69, GP Congestion=0.730, Warnings, synthesis=2, global route overflow=0, clk latency late pin=310 ps, CTS tree=yes, Vias per Instance=1.93, count of unclocked register or latch pins=4, yosys cell count=14, top cells by area=dfrtp_1, xor2_1, mux2_1, Synth top area share=0.575, Reg clk slew, reported paths=30 ps, placed insts=65, FF/Latch Area=125 um^2, vias in the first global route=161, failing checks=setup timing, RSZ-0062 raised after global routing=yes, Mapped Area=218 um^2, Arrival @ worst endpoint=1910 ps, Worst setup SP type=clock port
[metrics by stage]
stage / instance area (um^2) / setup TNS, ps / utilization
4_1_cts: 367 / -340 / 0.107
5_1_grt: 368 / -345 / 0.108
6_report: 368 / -315 / 0.108
3_5_place_dp: 335 / -479 / 0.0982
3_3_place_gp: 335 / -479 / 0.0982
2_1_floorplan: 221 / -57.7 / -
[cells by family after synthesis]
kind of cell | after synthesis | synth area share
multiplexers | 3 | 0.207
XOR/XNOR | 5 | 0.201
buffers and inverters | 1 | 0.0172
flip-flops | 5 | 0.575
[per-layer routing]
| metal | track usage | share of wire |
|---|---|---|
| met4 | 0.00352 | 0 |
| met5 | 0 | 0 |
| met1 | 0.0195 | 0.57 |
| met2 | 0.0136 | 0.31 |
| met3 | 0.0125 | 0.11 |
[critical path, stage by stage]
cell,delay (ps)
buf_8,90
mux2_4,260
mux4_2,440
buf_2,120
[sequential cells by signal, summed over array words and instances (netlist names)]
signal	cells
clk_div_map_1.io_div2_clk_r	1
clk_div_map_4.io_div2_clk_r	1
clk_div_map_2.io_div2_clk_r	1
clk_div_map_3.io_div2_clk_r	1
clk_div_map_0.io_div2_clk_r	1
[synth_stat cells]
| cell | n |
|---|---|
| clkbuf_1 | 1 |
| dfrtp_1 | 5 |
| mux2_1 | 2 |
| mux4_2 | 1 |
| xor2_1 | 5 |
[layout make-up]
| class | count | area share |
|---|---|---|
| clock buffer | 5 | 0.116 |
| sequential | 5 | 0.340 |
| timing repair buffer | 5 | 0.136 |
| tap | 46 | 0.156 |
| multi-input combinational | 8 | 0.252 |
[power groups by stage]
stage	combinational (mW)	clock, mW	sequential [mW]
global route	0.0379	0.191	0.0805
CTS	0.0345	0.174	0.0779
finish	0.0339	0.176	0.0777
[repair_timing]
| item | 4_1_cts | 5_1_grt |
|---|---|---|
| gates resized | 4 | 1 |
| endpoints found under the setup margin | 1 | 1 |
| setup buffers | 0 | 0 |
| pin swaps | 0 | 0 |
[path summary, 6_finish.rpt]
| check | startpoint | endpoint | slack, ps | cells after the start |
|---|---|---|---|---|
| worst max register to register | clk_div_map_0.io_div2_clk_r | clk_div_map_0.io_div2_clk_r | 1340 | 1 |
| min in group clk0 | clk_div_map_0.io_div2_clk_r | clk_div_map_0.io_div2_clk_r | 480 | 1 |
| worst min register to register | clk_div_map_0.io_div2_clk_r | clk_div_map_0.io_div2_clk_r | 480 | 1 |
| worst min-delay path | io_rst | clk_div_map_0.io_div2_clk_r | 310 | 1 |
| worst max-delay path | clock | io_div_clk_div | -310 | 4 |
| max in group asynchronous | io_rst | clk_div_map_0.io_div2_clk_r | 1510 | 1 |
Power and IR drop assume default switching activity.
