--- design/flow/design.v ---
module shifter (
  input reset,
  input enable,
  input [2:0] shifter,
  input [11:0] dlf_out,
  output [4:0] VCO_val
);
  reg [4:0] shifted;
  assign VCO_val = shifted;
  always@(*) begin
    if (reset| !enable) begin
      shifted = 0;
    end else if (shifter == 1) begin
      shifted = dlf_out[5:1];
    end else if (shifter == 2) begin
      shifted = dlf_out[6:2];
    end else if (shifter == 3) begin
      shifted = dlf_out[7:3];
    end else if (shifter == 4) begin
      shifted = dlf_out[8:4];
    end else if (shifter == 5) begin
      shifted = dlf_out[9:5];
    end else if (shifter == 6) begin
      shifted = dlf_out[10:6];
    end else if (shifter == 7) begin
      shifted = dlf_out[11:7];
    end else begin
      shifted = dlf_out[4:0];
    end
  end
endmodule
--- design/flow/run.sh ---
#!/bin/bash
# OpenROAD 26Q1-2900-gdf79404cd8, Yosys 0.63+post, stock flow scripts
make -C /OpenROAD-flow-scripts/flow DESIGN_CONFIG=/design/flow/config.mk WORK_HOME=/design/flow/orfs finish
--- design/flow/config.mk ---
export PLATFORM = sky130hd
export DESIGN_NAME = shifter
export DESIGN_NICKNAME = shifter
export VERILOG_FILES = /design/flow/design.v
export SDC_FILE = /design/flow/constraint.sdc
export NUM_CORES = 4
export LEC_CHECK = 1
export CORE_AREA = 10 10 70 70
export DIE_AREA = 0 0 80 80
--- design/flow/constraint.sdc ---
current_design shifter

set clk_period 2.0
set clk_io_pct 0.2

create_clock -name clk0 -period $clk_period

set non_clock_inputs [all_inputs -no_clocks]
set_input_delay [expr $clk_period * $clk_io_pct] -clock clk0 $non_clock_inputs
set_output_delay [expr $clk_period * $clk_io_pct] -clock clk0 [all_outputs]
==> notes.md <==
Notes on the flow run.

- For this run, the final setup violation count is recorded as 0.
- Listed in order, past its start point the critical path passes dlygate4sd2_1, and3b_1, o21ai_1, a221oi_2, a2111oi_2, buf_2.
- The data required time reported for the critical path is 1600 ps.
- Once layout is done, the placed cells without fillers occupy 915 um2.
- The sequential cells in the finished layout cover a total of 0 um2.
- In the hold report, the worst path ends at VCO_val[2].
- The number of cells in the yosys synthesis report is 68, for reference.
- In the synthesis report, Yosys lists the chip area as 478 um2.
- The slew at the pin closest to its max-slew limit is 294 ps, for reference.
- The post-synthesis cell area is 478 um2, for reference.
- The class of the worst hold path is input port to output port, for reference.
- According to the floorplan report, the die height is 80 um.
- Once placement finished, the instance area stood at 825 um2.
- The global-route wire length before repair is 3350 um, for reference.
- The most common logic cell in the final layout is sky130_fd_sc_hd__buf_4.
- Looking at hold timing, the worst path starts from dlf_out[3].
- Entering global routing, the biggest net connects 13 pins.
- For this block, the routed nets add up to 1990 um of wire.
- The minimum period implied by the final worst setup slack is 1900 ps, for reference.
- The cell row count is 21, for reference.
- The floorplan die width is 80 um, for reference.
- The share of the core filled with cells is 0.268, for reference.
- Per the log, the first TritonRoute iteration ended with a DRC count of 41.
- The final timing report lists a max-slew violation count of 0.
- Ranking logic cells in the layout by count gives the top entries sky130_fd_sc_hd__buf_4 (17), sky130_fd_sc_hd__nor2_1 (15), sky130_fd_sc_hd__dlygate4sd2_1 (10), sky130_fd_sc_hd__buf_2 (8), sky130_fd_sc_hd__a211oi_2 (6).
- The total power is 0.182 mW, for reference.
- The flow ran to the end, and the final reports show no timing, DRC or antenna violations.
- The highest clock rate is 0.525 GHz, for reference.
- The worst slack after detailed placement is -729 ps, for reference.
- Using the TritonRoute via totals, the vias-per-cell ratio works out to 4.49.
- The kind of launch point of the worst setup path is an input port, for reference.
- The largest fanout of any net on the critical path is 2, for reference.
- The number of stages on the worst hold path is 5, for reference.
- After routing, the total negative slack on setup checks comes to 0 ps.
- The remaining max-slew budget at the tightest pin is 0.802, for reference.
- The static power due to leakage is 0.384 nW, for reference.
- Per the summary, power density relative to cell area is 199 nW/um2.
- For reference, the most critical setup path is categorized as input port to output port.
- The maximum vdd ir drop is 0.0000560 V, for reference.
- The instance tally after logic synthesis is 68, for reference.
- The sequential cell count is 0, for reference.
- The peak per-stage delay on the critical path is 300 ps, for reference.
- The floorplan step records an initial core utilization of 0.140.
- The share of cells above drive strength 1 is 0.528, for reference.
- The number of placed instances with taps included is 148, for reference.
- The via count of the first global-routing pass is 714, for reference.
- The final timing report gives a worst setup slack of 95.4 ps.
- The initial antenna violation count came to 0.
- The final cell count without fillers is 154, for reference.
- The number of failing hold endpoints at the final stage is 0, for reference.
- The wire length per cell is 12.9 um, for reference.
- The mean instance size in the synthesized netlist is 7.03 um2, for reference.
- The global routing report lists combined usage of all routing layers as 0.0628.
- The count of antenna diodes in the layout is 0, for reference.
- The final route contains 691 vias.
- The max-capacitance violation count is 0, for reference.
- The share of the yosys chip area belonging to registers is 0, for reference.
- The number of different library cells used by synthesis comes to 25.
- The chip occupies 6400 um2.
- Per the layout report, the design carries 0 clock buffers.
- The tightest hold path in the finished design has a slack of 1380 ps.
- The number of search-and-repair iterations in the first detailed-routing pass is 4, for reference.
- The final routed DRC violation total is 0, for reference.
- The number of I/O pins is 22, for reference.
- The worst setup path is captured at an output port.
- At the end of routability-driven placement, the weighted congestion stood at 0.896.
- The core footprint is 3420 um2, for reference.
- The area added between synthesis and finish is 91.4%, for reference.
- Of the available clock period, the critical path in the final layout requires 0.952.
- In this run the tool buffered the top-level ports with 22 buffer cells.
- The stage logs contain a warning count of 32.
- Detailed placement ended at an HPWL of 1480 um.
- Looking at the critical path, the single cell with the biggest stage delay is sky130_fd_sc_hd__a2111oi_2.
- In this run the remaining antenna-violating nets after routing total 0.
- The OpenROAD report gives the critical path a data arrival time of 1500 ps.
- The global route stage reports its total congestion overflow as 0.
- The number of synthesis warnings is 1, for reference.
cells in the mapped netlist, types with 2 or more instances:
master / n / area share
sky130_fd_sc_hd__nor2_1: 15 / 0.12
sky130_fd_sc_hd__a21oi_1: 6 / 0.063
sky130_fd_sc_hd__a211oi_1: 5 / 0.079
sky130_fd_sc_hd__nand2b_1: 4 / 0.052
sky130_fd_sc_hd__nor3_1: 4 / 0.042
sky130_fd_sc_hd__a221oi_1: 3 / 0.055
sky130_fd_sc_hd__buf_4: 3 / 0.047
sky130_fd_sc_hd__mux2_2: 3 / 0.071
sky130_fd_sc_hd__o22ai_1: 3 / 0.039
sky130_fd_sc_hd__a211oi_2: 2 / 0.052
sky130_fd_sc_hd__a311oi_1: 2 / 0.037
sky130_fd_sc_hd__inv_1: 2 / 0.016
sky130_fd_sc_hd__mux2i_1: 2 / 0.042
sky130_fd_sc_hd__nand2_1: 2 / 0.016
sky130_fd_sc_hd__o2111ai_1: 2 / 0.037
critical path: cells and delay by family:
kind / cells / cell delay, ps
compound gates: 3 / 560
buf+inv: 2 / 370
simple gates: 1 / 180
how the worst max path moves through the flow:
stage | startpoint | to | slack [ps] | depth (start not counted)
final | dlf_out[10] | VCO_val[3] | 100 | 6
after global routing | shifter[0] | VCO_val[0] | -8 | 8
after CTS | shifter[1] | VCO_val[2] | 1 | 8
area by class of cell:
cell class	instances	area [um2]
fillers	369	2500
inverters	2	7.51
multi-input cells	59	478
well taps	46	57.6
repair buffers	47	372
kinds of logic after synthesis:
kind of cell           synth area share
and+or+nand+nor                   0.304
buffers and inverters             0.170
muxes                             0.113
AOI/OAI and AO/OA                 0.414
report_power, final:
| group | internal (mW) | switching (mW) |
|---|---|---|
| Combinational | 0.0966 | 0.0856 |
| Sequential | 0 | 0 |
| Clock | 0 | 0 |
| Total | 0.0966 | 0.0856 |
repair_timing:
item                                    4_1_cts  5_1_grt
resized                                      53       14
pin swaps                                    14       10
gates cloned                                  2        0
endpoints found under the setup margin        5        4
setup buffers                                 2        2
hold buffers                                  0        0
metal layers:
| metal | share of wire | track usage |
|---|---|---|
| met5 | 0 | 0 |
| met2 | 0.46 | 0.100 |
| met3 | 0.084 | 0.0182 |
| met1 | 0.46 | 0.0864 |
| met4 | 0 | 0 |
No activity file was given, so power comes from the tool's default toggle rates.
